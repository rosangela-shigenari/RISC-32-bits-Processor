==> flow/run.sh <==
#!/bin/bash
# OpenROAD 26Q1-2900-gdf79404cd8, Yosys 0.63+post, stock flow scripts
make -C /OpenROAD-flow-scripts/flow DESIGN_CONFIG=/design/flow/config.mk WORK_HOME=/design/flow/orfs finish
==> flow/config.mk <==
export PLATFORM = sky130hd
export DESIGN_NAME = MEMinstrucao
export DESIGN_NICKNAME = MEMinstrucao
export VERILOG_FILES = /design/flow/design.v
export SDC_FILE = /design/flow/constraint.sdc
export NUM_CORES = 4
export LEC_CHECK = 1
export CORE_AREA = 10 10 70 70
export DIE_AREA = 0 0 80 80
==> flow/constraint.sdc <==
current_design MEMinstrucao

set clk_period 2.0
set clk_io_pct 0.2

create_clock -name clk0 -period $clk_period [get_ports {ck}]

set non_clock_inputs [all_inputs -no_clocks]
set_input_delay [expr $clk_period * $clk_io_pct] -clock clk0 $non_clock_inputs
set_output_delay [expr $clk_period * $clk_io_pct] -clock clk0 [all_outputs]
==> flow/design.v <==
module MEMinstrucao(ck, endereco, saida);
  input ck;
  input [8:0] endereco;
  output [31:0] saida;
  reg [31:0] outInst[15:0];
  always @ ( posedge ck ) begin
    outInst[0] = 32'b10110000000000000000000000000000;  
    outInst[1] = 32'b01010000001000000000000000000000; 
	 outInst[2] = 32'b00101000001000100000000000000000; 
	 outInst[3] = 32'b01101000000000000000000000000100; 
	 outInst[4] = 32'b00001100001000010000000000000001; 
	 outInst[5] = 32'b01100000001000100001000000000000; 
	 outInst[6] = 32'b01010100010000000000000000000000;  
	 outInst[7] = 32'b01101100010000000000000000000111; 
	 outInst[8] = 32'b01101100001000000000010000000110; 
	 outInst[9] = 32'b00111000000000000000000000000000;  
	 outInst[15] = 32'b00000000010000100011100000000000;  
	end
  assign saida = outInst[endereco];
endmodule 
==> reports/metrics.yaml <==
area_delta_synth_final_pct: 82.02
rsz0062_at_grt: "false"
worstPathMaxFanout: 6
warnings: 33
place.gp.congestion: 0.7548
top_cell_area_share_pct: 34.07
slew_violations: 0
drt_wl_total_mm: 1.362
ys_seq_share_pct: 0
wl_met3_um: 138
fillers: 390
final_common_cell: "buf_4"
met2_length_um: 577
vias: 461
syn_area_per_cell_um2: 6.502
power.leakage_nw: 0.3705
dieWidth_um: 80
worst_slack_ps: 71.28
cts_hold_buf: 0
antenna_found_initial: 0
n_clock_buffer: 0
chipArea_mm2: 0.006400
finalSetupViolations: 0
ir_worst_vdd_mv: 0.03382
setup_tns_ps: 0
drive_gt1_share_pct: 36.84
rows: 21
final_cell_mix: "buf_4, conb_1, dlygate4sd2_1, clkdlybuf4s50_1, nand2_1"
drtAntennaViolNets: 0
synth_cells: 61
min_from: "endereco[3]"
syn_area_um2: 396.6
drc: 0
post-route-min-period_ps: 1929
synth.distinct_cells: 23
worst-setup-path-type: "input pin to primary output"
worst_ep_arrival_time_ps: 1530
required_ps: 1600
synth_area_leader_cell: "buf_4"
fp-utilization_pct: 11.61
holdWs_ps: 1308
seq_cell_count: 0
outcome: "finished clean"
io_pins: 42
wire_per_inst_um: 9.660
power_uw: 126.8
core_area_mm2: 0.003416
power_density_mw_per_mm2: 175.6
cp-end-kind: "primary output"
hold_class: "input pin to primary output"
antenna-diode-count: 0
area_leaders: "buf_4, o21ai_2, a21oi_1, o21ai_0, nand2_1"
grt_max_degree: 9
dp.final_hpwl_mm: 1.140
regArea_um2: 0
io_buffers: 21
grt_pass1_vias: 455
die_height_um: 80
pre_cts_slack_ps: -429.9
yosysWarnings: 162
dr.pass1.iters: 2
overflow: 0
top_layer: "met3"
hold_viol_final: 0
stdcell_area_um2: 721.9
grt.total_usage_pct: 3.810
max_cap_violations: 0
via_per_inst: 3.270
critPathLaunchType: "input pin"
grt_pass1_wl_mm: 2.104
finalClockPeriodUsage_pct: 96.44
yosys_area_um2: 396.6
met1_length_um: 645
crit_path_start: "endereco[3]"
drt-initial-drc-count: 22
place_area_um2: 680.7
max_freq_mhz: 518.5
yosys-stat-cells: 61
-- worst max-delay path: stages --
cell and delay [ps]:
buf_4 140, buf_6 130, xor2_2 150, nor2_2 130
a31o_1 120, clkdlybuf4s50_1 460
-- routing by layer --
| metal | global-route usage (%) | vias up |
|---|---|---|
| met1 | 5.142 | 200 |
| li1 | - | 239 |
| met5 | 0 | - |
| met2 | 6.180 | 22 |
| met4 | 0 | 0 |
| met3 | 1.136 | 0 |
-- per-stage QoR --
stage,utilization [%],instances
final,21.14,141
after global routing,21.14,141
after CTS,20.37,140
after detailed placement,19.93,137
after global placement,19.93,137
after floorplan,-,75
-- final timing paths --
check	slack (ps)	depth (start not counted)	endpoint
hold / removal	1310	5	saida[10]
setup / recovery	70	6	saida[17]
-- where the power goes --
group	total (mW)	switching, mW	internal [mW]
sequential	0	0	0
clock	0	0	0
combinational	0.127	0.0495	0.0773
total	0.127	0.0495	0.0773
-- logic make-up (layout without fill, tap and decap cells) --
| logic type | Yosys count | after routing | share of synthesized area, % |
|---|---|---|---|
| AND/OR/NAND/NOR | 17 | 17 | 23.03 |
| buffers and inverters | 23 | 43 | 41.32 |
| AND-OR/OR-AND | 17 | 17 | 28.08 |
| XOR/XNOR | 3 | 3 | 6.626 |
| other | 1 | 15 | 0.9455 |
-- repair_timing --
| action | in CTS | in global routing |
|---|---|---|
| setup endpoints to repair | 17 | 2 |
| gates resized | 30 | 6 |
| pin swaps | 3 | 2 |
| setup buffers | 2 | 1 |
| gates cloned | 1 | 0 |
-- Yosys cell counts --
library cell / count
nand2_1: 5
nor2b_1: 1
o21ai_0: 4
inv_1: 1
conb_1: 1
a211oi_1: 1
o31a_1: 1
o21ai_2: 3
a21oi_1: 4
nand3b_1: 1
nor2_1: 5
or2_4: 2
o22ai_1: 2
buf_6: 1
a31o_1: 1
xnor2_1: 1
nand2b_1: 2
buf_2: 2
o21a_1: 1
nor3_2: 1
buf_4: 18
xor2_1: 2
inv_2: 1
-- layout make-up --
cell class / instances / area, um^2 / share of cell area [%]
Inverter: 2 / 7.507 / 1.040
Timing Repair Buffer: 41 / 346.6 / 48.01
Tap cell: 46 / 57.56 / 7.972
Multi-Input combinational cell: 52 / 310.3 / 42.98
Power is estimated from default activity; no workload was simulated.
