==> design.v <==
module regFile(readReg1, readReg2, writeReg, writeData, writeAddress,  readData1, readData2, ck);
	input [4:0] readReg1, readReg2;
	input [31:0] writeData;
	input [4:0] writeAddress;
	input ck, writeReg;
	output  [31:0] readData1, readData2;
	reg [31:0] registers[33:0];
	always @ (posedge ck) begin
		if (writeReg) 
			registers[writeAddress] = writeData;
	end
		assign readData1 = registers[readReg1];
	   assign readData2 = registers[readReg2];
endmodule
==> run.sh <==
#!/bin/bash
# OpenROAD 26Q1-2900-gdf79404cd8, Yosys 0.63+post, stock flow scripts
make -C /OpenROAD-flow-scripts/flow DESIGN_CONFIG=/design/flow/config.mk WORK_HOME=/design/flow/orfs finish
==> config.mk <==
export PLATFORM = sky130hd
export DESIGN_NAME = regFile
export DESIGN_NICKNAME = regFile
export VERILOG_FILES = /design/flow/design.v
export SDC_FILE = /design/flow/constraint.sdc
export NUM_CORES = 4
export LEC_CHECK = 1
export CORE_UTILIZATION = 50
==> constraint.sdc <==
current_design regFile

set clk_period 6.2
set clk_io_pct 0.2

create_clock -name clk0 -period $clk_period [get_ports {ck}]

set non_clock_inputs [all_inputs -no_clocks]
set_input_delay [expr $clk_period * $clk_io_pct] -clock clk0 $non_clock_inputs
set_output_delay [expr $clk_period * $clk_io_pct] -clock clk0 [all_outputs]
==> GITHUB_STEP_SUMMARY <==
## Implementation flow summary

| Metric | Value |
|---|---|
| Status | finished, final reports clean |
| Layout cell share with drive strength beyond 1 | 9.509% |
| Number of port buffers | 112 |
| Vias after detailed routing | 31360 |
| Classification of the worst-slack hold path | input port to flip-flop |
| Worst Path Max Fanout | 32 |
| Initial antenna violation count | 5 |
| CTS H-Tree Depth | 3 |
| EDFF count, synth | 1024 |
| Top cells excl fill/tap | mux2i_1, edfxtp_1, nand3_1 |
| Top-area cell share | a little over three fifths |
| Number of buffers inserted to repair setup after CTS | 0 |
| Final Hold Vio Count | 0 |
| Async SR Flop Fraction | 0% |
| Gate count of the mapped netlist | 3386 |
| Number of global-route vias before repair | 32960 |
| Max Clock Freq | 186.4 MHz |
| Final-layout fill cell count | 7240 |
| Final Max Tran Viols | 0 |
| Worst vdd ir | 0.2104 mV |
| Share of synthesized area occupied by flip-flops and latches | a little over three fifths |
| PnR Total Power | 15.68 mW |
| DR vias/cell | 6.449 |
| Post-DP HPWL | 86650 um |
| Clock root cell | clkbuf_16 |
| Maximum number of pins on one net before global-route repair | 73 |
| Clock sink total | about 1000 |
| Static leakage | between 20 and 25 nW |
| Finish-stage setup viols | 0 |
| Drt wl/cell | 31.51 um |
| Initial core utilization | 50.42% |
| Final TNS setup | 0 ps |
| Post-synth design cell area | 0.04876 mm^2 |
| Unrepaired setup endpoints after global routing | false |
| Placer Congestion | 0.9072 |
| Average footprint of a synthesized cell | 14.40 um^2 |
| Required time of the critical path | ~5000 ps |
| Number of violations of the max-capacitance limit | 0 |
| Number of flip-flops in the largest register | 1024 |
| First-pass DRT Iterations | 5 |
| TritonCTS buffer count | 109 |
| Type of the worst setup path | input port to output port |
| Wire length of the first global-routing pass | 220600 um |
| Remaining global-route overflow | 0 |
| Area leader, netlist | edfxtp_1 |
| Normalized max-slew margin | a little over a quarter |
| Yosys warning count | 1 |
| Post-CTS Resized | 0 |
| Number of I/O pins | about 110 |
| Number of warnings the tools reported | 26 |
| Clock tree buffer depth | 3 |
| Clock tree from TritonCTS | built |
| Measured slew at the worst slew-check pin | 1087 ps |
| Number of antenna-violating nets in the routed design | 0 |
| Chip Height | around 310 um |
| Area used by sequential logic in the layout | 0.03075 mm^2 |
| Aggregate global-route resource usage | 34.23% |
| Clock-pin transition on the worst setup and hold timing paths | around 60 ps |
| Power per cell area | ~280 mW/mm^2 |
| MI comb area | 0.01678 mm^2 |
| Num rows | 114 |
| Summed standard-cell area reported by yosys | 0.04876 mm^2 |
| Total of hold buffers inserted after clock tree synthesis | 0 |
| Fin crit share | between 80 and 90% |
| CP Data Arrival Time | roughly 4000 ps |
| Ys cells | 3386 |
| Drt initial violations | 2356 |
| P&R area growth vs syn | 13.53% |
| Cell types occupying the most area after synthesis | edfxtp_1, mux2i_1, a22oi_1 |
| Min Tclk post-route | 5363 ps |
| Die X-Extent | 314.3 um |
| Synth flops | 1024 |
| Core Box Area | 0.09671 mm^2 |
| Residual DRC | 0 |
| Die area | approximately 0.099 mm^2 |
| Type of origin of the critical path | input port |
| Synth unique cells | 23 |
| Commonest flop | edfxtp_1 |
| Endpoint kind of the worst setup timing path | output port |
| Final WL | 153200 um |
## worst max-delay path, cell delays in order
cell and delay, ps:
clkdlybuf4s50_1 630, and2_4 670, buf_12 310, a22o_1 190
nor3_1 50, a31oi_1 280, nand3_1 260, clkdlybuf4s50_1 460
## area by class of cell
| type | instances | area share (%) |
|---|---|---|
| clock inverters | 56 | 1.069 |
| well taps | 1276 | 2.884 |
| flip-flops and latches | 1024 | 55.55 |
| diodes | 1 | 0.004520 |
| clock buffers | 143 | 5.312 |
| repair buffers | 254 | 4.873 |
| multi-input cells | 2109 | 30.31 |
## final timing paths
check / cells past startpoint / from / end
setup / recovery: 8 / readReg1[0] / readData1[7]
hold / removal: 2 / writeData[20] / registers[11][20]
## Yosys cell counts, drive strengths merged (35+ instances only)
cell / n
edfxtp: 1024
nand3: 194
a22oi: 192
nand2: 195
a21oi: 192
nor3: 64
buf: 169
a31oi: 64
clkbuf: 84
mux2i: 1024
a22o: 128
nor2: 35
## stage by stage
step | std cells | area, um^2 | util, % | setup WS (ps) | hold WS (ps)
finish | 4863 | 55360 | 57.24 | 836.5 | 1382
global route | 4862 | 55350 | 57.24 | 749.5 | 1391
CTS | 4862 | 55350 | 57.24 | 918.5 | 1345
detailed placement | 4663 | 51820 | 53.59 | 930.5 | 2070
global placement | 4663 | 51820 | 53.59 | 920.8 | 2072
floorplan | 3386 | 48760 | - | 2525 | 1339
## per-layer routing
| metal | up-vias | share of wire, % | GRT usage [%] | wire (um) |
|---|---|---|---|---|
| met2 | 2225 | 43 | 46.29 | 66130 |
| met4 | 12 | 3.0 | 7.794 | 4577 |
| met3 | 289 | 19 | 26.78 | 28780 |
| li1 | 13630 | - | - | - |
| met5 | - | 0.090 | 1.257 | 138 |
| met1 | 15210 | 35 | 45.44 | 53610 |
## power by group
part           total [mW]  internal [mW]  switching, mW  leakage, nW
logic                1.46          0.558          0.899         9.43
clock network        6.48           3.85           2.63         1.72
registers            7.74           7.71         0.0337         9.22
total                15.7           12.1           3.56         20.4
## cells by family after synthesis
family / synth area share (%)
AOI/OAI and AO/OA: 8.047
buffers and inverters: 3.154
DFF: 63.06
muxes: 21.02
and+or+nand+nor: 4.716
No activity file was given, so power comes from the tool's default toggle rates.
