File: design.v
module MEMdados(ck, ONescrita, dadoEscrita, endereco, dadoLeitura);
	input ck, ONescrita;
	input [8:0] endereco;
	input [31:0] dadoEscrita;
	output reg[31:0] dadoLeitura;	
	reg [31:0] memoria [31:0];
	always @ (negedge ck) begin	
		if (ONescrita) begin
			memoria[endereco] = dadoEscrita;
			dadoLeitura = 0;
		end
		else
			dadoLeitura = memoria[endereco];
	end	
endmodule
File: run.sh
#!/bin/bash
# OpenROAD 26Q1-2900-gdf79404cd8, Yosys 0.63+post, stock flow scripts
make -C /OpenROAD-flow-scripts/flow DESIGN_CONFIG=/design/flow/config.mk WORK_HOME=/design/flow/orfs finish
File: config.mk
export PLATFORM = sky130hd
export DESIGN_NAME = MEMdados
export DESIGN_NICKNAME = MEMdados
export VERILOG_FILES = /design/flow/design.v
export SDC_FILE = /design/flow/constraint.sdc
export NUM_CORES = 4
export LEC_CHECK = 1
export CORE_UTILIZATION = 40
File: constraint.sdc
current_design MEMdados

set clk_period 7.3
set clk_io_pct 0.2

create_clock -name clk0 -period $clk_period [get_ports {ck}]

set non_clock_inputs [all_inputs -no_clocks]
set_input_delay [expr $clk_period * $clk_io_pct] -clock clk0 $non_clock_inputs
set_output_delay [expr $clk_period * $clk_io_pct] -clock clk0 [all_outputs]
==> summary.txt <==
Status = finished, final reports clean
Vias = 29750
Critical Path End Type = flip-flop
Sink Count = 1056
Worst vdd ir = 0.2184 mV
Count of tool warnings = 1032
Aggregate global routing overflow = 0
Count leader, synth = edfxtp_1
# rows = 115
Hold path depth = 1
Die area = 100300 um^2
CP arrival = 4.01 ns
Leakage = 22.43 nW
Max-slew headroom = 0.3486
Via density per instance = 5.658
YS warnings = 2
Core Util at FP = 0.4029
Setup TNS Final = 0 ns
WHS = 0.5655 ns
Worst reg2reg path depth = 6
Startpoint types = input port
Placer congestion estimate = 0.9837
Basic Gates by Area = 0.1025
Max_cap viols = 0
Post-Synthesis Cells = 2390
Starting DRT DRC Count = 2360
Hold crit path type = flip-flop to flip-flop
Post-CTS Hold Buffers = 0
Worst-path fanout max = 14
Slowest cell on crit path = or3_1
Largest delay share family, worst path = simple AND/OR/NAND/NOR gates
WP data required = 4.19 ns
Clk_skew = 0.03361 ns
Seq share, synth = 0.7927
Initial antenna violation count = 5
CTS tree = done
Io pins = 75
Leading area contributor after synthesis = edfxtp_1
Comb area leader = simple AND/OR/NAND/NOR gates
Skew-Pair Late Insertion Delay = 0.71 ns
Top post-synthesis cells by count = edfxtp_1, nand3_1, a22oi_1, and3_1, nor2_1
Xor/xnor cell area share of the yosys netlist = 0
Critical path cell sequence = buf_2 -> buf_4 -> buf_4 -> or3_1 -> buf_4 -> nor2_1 -> buf_12 -> a22oi_1 -> and4_1 -> a31oi_1
DR DRC count = 0
Ao+oa area frac = 0.07470
Final tally of hold violations = 0
DRT Wirelength = 149800 um
First-pass GRT wire length = 210800 um
# Cells Yosys = 2390
Antenna-violating nets left = 0
Die height = 316.6 um
Iteration count of the initial detailed-routing pass = 6
Top cells by area = edfxtp_1, a22oi_1, nand3_1
Vias in the first global route = 33190
P&R area growth vs syn = 35.24%
Die X = 316.6 um
Reg area = 31390 um^2
CTS H-tree lvls = 3
Setup repair bufs after CTS = 0
Number of enable flip-flop cells = 1024
Adder Share, Synth = 0
Mux share = 0.01106
Gr usage total = 0.3330
Maximum number of pins on one net before global-route repair = 33
Post-Syn Area per Cell = 16.57 um^2
Comb. cell area = 7839 um^2
Slew @ Worst Pin = 0.9729 ns
Buf/Inv on CP = 5
CTS Root Buffer Type = clkbuf_16
Unrepaired setup endpoints after global routing = no
Dominant flop cell = edfxtp_1
CP most frequent cell = buf_4
Filler cells = 7380
Critical path class = input port to flip-flop
Count of final max-slew check failures = 0
Area share, top type = 0.7765
YS chip area = 39600 um^2
Clock Pin Slew Worst Setup and Hold Paths = 0.03 ns
Max Root-Sink Buffers = 3
Share of cells above drive strength 1 = 0.1718
Wire per inst = 28.49 um
Synth flops = 1056
Core area = 98280 um^2
IO Port Bufs = 70
Crit path largest cell delay = 0.54 ns
Cts bufs inserted = 106
Final setup violation count = 0
PD cells = 290.8 nW/um^2
Post-synthesis cell area = 39600 um^2
Post_cts resized = 0
Distinct lib cells = 63
Critical path depth = 10
Ys async rst share = 0
Post-detail-place hpwl = 92320 um
final timing paths:
path | from | endpoint | slack [ns]
worst max-delay path | endereco[2] | dadoLeitura[9]$_SDFF_NP0_ | 0.19
worst max register to register | memoria[24][20]$_DFFE_NP_ | dadoLeitura[20]$_SDFF_NP0_ | 4.96
worst min-delay path | memoria[0][21]$_DFFE_NP_ | dadoLeitura[21]$_SDFF_NP0_ | 0.57
worst min register to register | memoria[0][21]$_DFFE_NP_ | dadoLeitura[21]$_SDFF_NP0_ | 0.57
report_power, final:
part           internal [mW]  total [mW]  switching (mW)
combinational          0.253       0.727           0.474
clock                   4.26        8.03            3.77
sequential              6.79        6.81          0.0250
total                   11.3        15.6            4.27
layout make-up:
type,instances,area share
inverters,1,0.00007009
clock buffers,109,0.05093
well taps,1287,0.03007
clock inverters,1146,0.09315
repair buffers,491,0.09313
multi-input cells,1166,0.1464
diodes,2,0.00009346
flip-flops and latches,1056,0.5862
routing by layer:
layer  global-route usage  routed length [um]  vias up
met1               0.3263               44280    13940
met5              0.02699                 275        -
met3               0.3326               31280      474
met2               0.4462               66100     2542
li1                     -                   -    12780
met4               0.1666                7877       17
registers in the layout, summed over array words and instances, names as in the netlist:
signal,count
memoria,1024
dadoLeitura,32
cell usage in the layout (no fill, tap or decap), drive strengths merged, types with 7 or more instances in the layout:
cell type,n
a2111oi,45
a211oi,8
a21oi,12
a222oi,10
a22o,28
a22oi,182
a31oi,11
a32oi,7
and3,127
and4,8
buf,427
bufinv,22
clkbuf,109
clkdlybuf4s50,64
clkinvlp,18
dfxtp,32
edfxtp,1024
inv,1104
mux2,12
mux2i,28
nand2,17
nand2b,8
nand3,263
nand3b,7
nand4,108
nor2,120
nor3,29
nor4,12
o21ai,19
o31a,21
or4,8
metrics by stage:
stage                     area (um^2)    util  worst slack [ns]  cells  total power, mW
after floorplan                 39890       -           -0.2319   2390            7.966
after global placement          45830  0.4664           -0.4449   4002            8.438
after detailed placement        45830  0.4664           -0.4809   4002            8.448
after CTS                       53550  0.5449            0.1984   5256            15.75
after global routing            53550  0.5449            0.1858   5256            16.50
final                           53550  0.5449            0.1858   5258            15.57
cells by family (layout without fill, tap and decap cells):
| group | after synthesis | after routing |
|---|---|---|
| DFF | 1056 | 1056 |
| and+or+nand+nor | 746 | 746 |
| AOI/OAI and AO/OA | 379 | 379 |
| buffers and inverters | 168 | 1747 |
| muxes | 41 | 41 |
| other | 0 | 2 |
worst register-to-register path: stages, from the launching register on:
cell,delay [ns]
edfxtp_1,0.34
mux2_2,0.27
a32o_1,0.21
a2111oi_0,0.43
buf_4,0.22
nand4_1,0.27
o31a_1,0.46
Power figures rest on the tool's default switching activity, not on a simulated workload.
